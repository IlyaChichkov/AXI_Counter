### constraint.sdc
current_design master_top

set clk_period 16.1
set clk_io_pct 0.2

create_clock -name clk0 -period $clk_period [get_ports {clk}]

set non_clock_inputs [all_inputs -no_clocks]
set_input_delay [expr $clk_period * $clk_io_pct] -clock clk0 $non_clock_inputs
set_output_delay [expr $clk_period * $clk_io_pct] -clock clk0 [all_outputs]
### run.sh
#!/bin/bash
# OpenROAD 26Q1-2900-gdf79404cd8, Yosys 0.63+post, stock flow scripts
make -C /OpenROAD-flow-scripts/flow DESIGN_CONFIG=/design/flow/config.mk WORK_HOME=/design/flow/orfs finish
### config.mk
export PLATFORM = sky130hd
export DESIGN_NAME = master_top
export DESIGN_NICKNAME = master_top
export VERILOG_FILES = /design/flow/design.v
export SDC_FILE = /design/flow/constraint.sdc
export NUM_CORES = 4
export LEC_CHECK = 1
export CORE_UTILIZATION = 40
export SYNTH_HDL_FRONTEND = slang
### design.v
module m_axi_reg #(
    parameter DATA_WIDTH = 32,
    parameter ADDR_WIDTH = 32,
    parameter BRAM_QUANTITY = 6,
    parameter AWSIZE = (DATA_WIDTH >> 3)
) (
    input                           clk,
    input                           areset,
    input logic                     [DATA_WIDTH - 1:0] BRAM     [0 : BRAM_QUANTITY - 1],
    output logic [             3:0] awid_o,
    output logic [             7:0] awlen_o,
    output logic [             2:0] awsize_o,
    output logic [             1:0] awburst_o,
    output logic [ADDR_WIDTH - 1:0] awaddr_o,
    output logic                    awvalid_o,
    input  logic                    awready_i,
    output logic [             3:0] wid_o,
    output logic [DATA_WIDTH - 1:0] wdata_o,
    output logic [             3:0] wstrb_o,
    output logic                    wlast_o,
    output logic                    wvalid_o,
    input  logic                    wready_i,
    input  logic [             3:0] bid_i,
    input  logic [             1:0] bresp_i,
    input  logic                    bvalid_i,
    output logic                    bready_o,
    output logic [             2:0] master_status_o,
    input  logic                    status_read_i,
    input  logic                    master_start_i
);
  logic [DATA_WIDTH - 1:0]             current_burst_cnt;
  logic [DATA_WIDTH - 1:0]             burst_len;
  logic [             3:0] awid_ff;
  typedef enum bit[32:0] { ENABLED, ADDR_W_0, ADDR_W_1, LENGTH, INCR_STEP, BTYPE, STATUS }       REG_TYPE;
  logic                     awrite_handshake;
  logic                     write_handshake;
  logic                     response_handshake;
  logic                     is_last_burst;
  logic [DATA_WIDTH - 1:0]  counter_ff;
  logic                     start_transaction;
  logic                     making_transaction;
  logic                     burst_processing;
  logic                     finished_transaction;
  logic                     enabled_last;
  assign awrite_handshake = awvalid_o && awready_i;
  assign write_handshake = wvalid_o && wready_i;
  assign response_handshake = bvalid_i && bready_o;
  assign is_last_burst = current_burst_cnt + 1 >= burst_len;
  assign awid_o = awid_ff;
  assign wid_o = awid_ff;
  always_ff @(posedge clk or negedge areset) begin
    if (~areset) begin
      master_status_o <= '0;
    end else begin
      if(status_read_i) begin
        master_status_o <= '0;
      end
      if(response_handshake) begin
        master_status_o <= { 1'b1, bresp_i };
      end
    end
  end
  always_ff @(posedge clk or negedge areset) begin
    if (~areset) begin
      awid_ff <= '0;
    end else begin
      if(finished_transaction) begin
        awid_ff <= awid_ff + 1;
      end
    end
  end
  assign start_transaction = master_start_i;
  always_ff @(posedge clk or negedge areset) begin
    if (~areset) begin
      making_transaction <= '0;
    end else begin
      if(start_transaction) begin
        making_transaction <= 1;
      end
      if(response_handshake) begin
        making_transaction <= 0;
      end
    end
  end
  always_ff @(posedge clk or negedge areset) begin
    if (~areset) begin
      finished_transaction <= '0;
    end else begin
      if(finished_transaction) begin
        finished_transaction <= 0;
      end
      if(response_handshake) begin
        finished_transaction <= 1;
      end
    end
  end
  always_ff @(posedge clk or negedge areset) begin
    if (~areset) begin
      burst_processing <= 0;
    end else begin
      if(awrite_handshake) begin
        burst_processing <= 1;
      end
      if(wlast_o && write_handshake) begin
        burst_processing <= 0;
      end
    end
  end
  always_ff @(posedge clk or negedge areset) begin
    if (~areset) begin
      awvalid_o <= '0;
    end else begin
      if(start_transaction && !making_transaction) begin
        awvalid_o <= 1;
      end
      if(awrite_handshake) begin
        awvalid_o <= 0;
      end
    end
  end
  assign awaddr_o = { BRAM[ADDR_W_1], BRAM[ADDR_W_0] };
  always_ff @(posedge clk or negedge areset) begin
    if (~areset) begin
      wvalid_o <= '0;
    end else begin
      if(burst_processing && !wvalid_o) 
        wvalid_o <= 1;
      if(write_handshake) 
        wvalid_o <= 0;
    end
  end
  always_ff @(posedge clk or negedge areset) begin
    if (~areset) begin
      wdata_o <= '0;
      wstrb_o <= '1;
    end else begin
      if(awrite_handshake) begin
        wdata_o <= counter_ff;
      end
      if(burst_processing && write_handshake) begin
        wdata_o <= counter_ff + BRAM[INCR_STEP];
      end
    end
  end
  always_ff @(posedge clk or negedge areset) begin
    if (~areset) begin
      bready_o <= '0;
    end else begin
      if(awrite_handshake) begin
        bready_o <= 1;
      end
      if(response_handshake) begin
        bready_o <= 0;
      end
    end
  end
  always_ff @(posedge clk or negedge areset) begin
    if (~areset) begin
      awburst_o <= 0;
      awsize_o <= 'b010;
    end else begin
      if(start_transaction)
      begin
        awburst_o <= 2'b01;
        awsize_o <= 3'b010;
      end
    end
  end
  always_ff @(posedge clk or negedge areset) begin
    if (~areset) begin
      awlen_o <= 0;
    end else begin
      if(start_transaction) begin
        awlen_o <= (BRAM[LENGTH] / AWSIZE) - 1;
      end
    end
  end
  assign wlast_o = is_last_burst;
  assign burst_len = awlen_o + 1;
  always_ff @(posedge clk or negedge areset) begin
    if (~areset) begin
      current_burst_cnt <= 0;
    end else begin
      if(start_transaction && !making_transaction) begin
        current_burst_cnt <= 0;
      end
      if(burst_processing && write_handshake) begin
        if(is_last_burst) 
          current_burst_cnt <= 0;
        else 
          current_burst_cnt <= current_burst_cnt + 1;
      end
    end
  end
  always_ff @(posedge clk or negedge areset) begin
    if (~areset) begin
      counter_ff <= '0;
    end else begin
      if(burst_processing && write_handshake) begin
        counter_ff <= counter_ff + BRAM[INCR_STEP];
      end
      if(finished_transaction) begin
        counter_ff <= '0;
      end
    end
  end
endmodule
module master_top#(
    parameter DATA_WIDTH = 32,
    parameter ADDR_WIDTH = 32,
    parameter BRAM_QUANTITY = 6,
    parameter INTERNAL_ADDR_RANGE = 128
)(
    input                           clk,
    input                           areset,
    input  logic [             3:0] awid_i,
    input  logic [ADDR_WIDTH - 1:0] awaddr_i,
    input  logic                    awvalid_i,
    output logic                    awready_o,
    input  logic [             3:0] wid_i,
    input  logic [DATA_WIDTH - 1:0] wdata_i,
    input  logic [             3:0] wstrb_i,
    input  logic                    wlast_i,
    input  logic                    wvalid_i,
    output logic                    wready_o,
    input  logic [             3:0] arid_i,
    input  logic [ADDR_WIDTH - 1:0] araddr_i,
    input  logic                    arvalid_i,
    output logic                    arready_o,
    output logic [             3:0] rid_o,
    output logic [DATA_WIDTH - 1:0] rdata_o,
    output logic                    rlast_o,
    output logic                    rvalid_o,
    input  logic                    rready_i,
    output logic [             3:0] bid_o,
    output logic [             1:0] bresp_o,
    output logic                    bvalid_o,
    input  logic                    bready_i,
    output logic [             3:0] m_awid_o,
    output logic [             7:0] m_awlen_o,
    output logic [             2:0] m_awsize_o,
    output logic [             1:0] m_awburst_o,
    output logic [ADDR_WIDTH - 1:0] m_awaddr_o,
    output logic                    m_awvalid_o,
    input  logic                    m_awready_i,
    output logic [             3:0] m_wid_o,
    output logic [DATA_WIDTH - 1:0] m_wdata_o,
    output logic [             3:0] m_wstrb_o,
    output logic                    m_wlast_o,
    output logic                    m_wvalid_o,
    input  logic                    m_wready_i,
    input  logic [             3:0] m_bid_i,
    input  logic [             1:0] m_bresp_i,
    input  logic                    m_bvalid_i,
    output logic                    m_bready_o
);
wire [DATA_WIDTH - 1:0] m_bram [0 : BRAM_QUANTITY - 1];
wire [             2:0] master_status;
wire                    master_start;
wire                    status_read;
s_axi_reg #(
    .DATA_WIDTH (DATA_WIDTH),
    .ADDR_WIDTH (ADDR_WIDTH),
    .BRAM_QUANTITY (BRAM_QUANTITY),
    .INTERNAL_ADDR_RANGE (INTERNAL_ADDR_RANGE)
) axi_slave_0
(
    .clk            (clk),
    .areset         (areset),
    .m_bram_o       (m_bram),
    .awaddr_i       (awaddr_i),
    .awvalid_i      (awvalid_i),
    .awready_o      (awready_o),
    .wdata_i        (wdata_i),
    .wstrb_i        (wstrb_i),
    .wvalid_i       (wvalid_i),
    .wready_o       (wready_o),
    .bresp_o        (bresp_o),
    .bvalid_o       (bvalid_o),
    .araddr_i       (araddr_i),
    .arvalid_i      (arvalid_i),
    .rready_i       (rready_i),
    .bready_i       (bready_i),
    .arready_o      (arready_o),
    .rvalid_o       (rvalid_o),
    .rdata_o        (rdata_o),
    .master_status_i(master_status),
    .status_read_o  (status_read),
    .master_start_o (master_start)
);
m_axi_reg #(
    .DATA_WIDTH (DATA_WIDTH),
    .ADDR_WIDTH (ADDR_WIDTH),
    .BRAM_QUANTITY (BRAM_QUANTITY)
) axi_master_0
(
    .clk            (clk),
    .areset         (areset),
    .BRAM           (m_bram),
    .awid_o         (m_awid_o),
    .awlen_o        (m_awlen_o),
    .awsize_o       (m_awsize_o),
    .awburst_o      (m_awburst_o),
    .awaddr_o       (m_awaddr_o),
    .awvalid_o      (m_awvalid_o),
    .awready_i      (m_awready_i),
    .wid_o          (m_wid_o),
    .wdata_o        (m_wdata_o),
    .wstrb_o        (m_wstrb_o),
    .wlast_o        (m_wlast_o),
    .wvalid_o       (m_wvalid_o),
    .wready_i       (m_wready_i),
    .bid_i          (m_bid_i),
    .bresp_i        (m_bresp_i),
    .bvalid_i       (m_bvalid_i),
    .bready_o       (m_bready_o),
    .master_status_o(master_status),
    .status_read_i  (status_read),
    .master_start_i (master_start)
);
endmodule
module s_axi_reg #(
    parameter DATA_WIDTH = 32,
    parameter ADDR_WIDTH = 32,
    parameter BRAM_QUANTITY = 6,
    parameter INTERNAL_ADDR_RANGE = 128,
    parameter ADDR_QUANTITY = 4
) (
    output logic [DATA_WIDTH - 1:0] m_bram_o[0 : BRAM_QUANTITY - 1],
    input                           clk,
    input                           areset,
    input  logic [ADDR_WIDTH - 1:0] awaddr_i,
    input  logic                    awvalid_i,
    output logic                    awready_o,
    input  logic [DATA_WIDTH - 1:0] wdata_i,
    input  logic [             3:0] wstrb_i,
    input  logic                    wvalid_i,
    output logic                    wready_o,
    input  logic [ADDR_WIDTH - 1:0] araddr_i,
    input  logic                    arvalid_i,
    output logic                    arready_o,
    output logic [DATA_WIDTH - 1:0] rdata_o,
    output logic                    rvalid_o,
    input  logic                    rready_i,
    output logic [             1:0] bresp_o,
    output logic                    bvalid_o,
    input  logic                    bready_i,
    input  logic [2:0] master_status_i,
    output logic       status_read_o,
    output logic       master_start_o
);
  logic [DATA_WIDTH - 1:0] BRAM[0 : BRAM_QUANTITY - 1];
  assign m_bram_o = BRAM;
  logic [ADDR_WIDTH - 1:0] write_addr;
  logic [ADDR_WIDTH - 1:0] read_addr;
  logic [DATA_WIDTH - 1:0] wdata_ff;
  logic [DATA_WIDTH - 1:0] rdata_ff;
  logic                    has_addr;
  logic                    has_data;
  logic                    awrite_handshake;
  logic                    write_handshake;
  logic                    resp_handshake;
  logic                    aread_handshake;
  logic                    read_handshake;
  logic                    awcorrect;
  logic                    can_write;
  logic [ADDR_WIDTH - 1:0] write_addr_index;
  assign awrite_handshake = awvalid_i && awready_o;
  assign aread_handshake = arvalid_i && arready_o;
  assign write_handshake = wvalid_i && wready_o;
  assign read_handshake = rvalid_o && rready_i;
  assign awcorrect = write_addr < BRAM_QUANTITY - 1;
  assign write_addr_index = write_addr;
  assign can_write = has_addr && has_data && awcorrect;
  assign rdata_o = rdata_ff;
  always_ff @(posedge clk or negedge areset) begin
    if (~areset) begin
      master_start_o = '0;
    end else begin
      if (resp_handshake && write_addr == 0 && wdata_ff == 1) begin
        master_start_o <= 1;
      end
      if (master_start_o == 1) begin
        master_start_o <= 0;
      end
    end
  end
  always_ff @(posedge clk or negedge areset) begin
    if (~areset) begin
      awready_o <= 1;
    end else begin
      if (awrite_handshake) begin
        awready_o <= 0;
      end
      if (resp_handshake) begin
        awready_o <= 1;
      end
    end
  end
  always_ff @(posedge clk or negedge areset) begin
    if (~areset) begin
      arready_o <= 1;
    end else begin
      if (aread_handshake) begin
        arready_o <= 0;
      end
      if (read_handshake) begin
        arready_o <= 1;
      end
    end
  end
  always_ff @(posedge clk or negedge areset) begin
    if (~areset) begin
      write_addr <= 0;
    end else begin
      if(awrite_handshake) begin
        write_addr <= (awaddr_i[ADDR_QUANTITY * 4:0] >> 2);
      end
    end
  end
  assign read_addr = (araddr_i[ADDR_QUANTITY * 4:0] >> 2);
  always_ff @(posedge clk or negedge areset) begin
    if (~areset) begin
      wready_o <= 1;
    end else begin
      if (write_handshake) begin
        wready_o <= 0;
      end
      if (resp_handshake) begin
        wready_o <= 1;
      end
    end
  end
  always_ff @(posedge clk or negedge areset) begin
    if (~areset) begin
      rvalid_o <= 0;
    end else begin
      if (aread_handshake) begin
        rvalid_o <= 1;
      end
      if (read_handshake) begin
        rvalid_o <= 0;
      end
    end
  end
  always_ff @(posedge clk or negedge areset) begin
    if (~areset) begin
      wdata_ff <= 0;
    end else begin
      if (write_handshake) begin
        wdata_ff <= wdata_i;
      end
    end
  end
  generate
    ;
    for (genvar i = 0; i < BRAM_QUANTITY; i++) begin
      always_ff @(posedge clk or negedge areset) begin
        if (~areset) begin
          BRAM[i] <= 0;
        end else begin
          if (can_write && write_addr_index == i) begin
            if (wstrb_i[0] == 1) BRAM[i][7:0] <= wdata_ff[7:0];
            if (wstrb_i[1] == 1) BRAM[i][(8*1)+7:(8*1)] <= wdata_ff[(8*1)+7:(8*1)];
            if (wstrb_i[2] == 1) BRAM[i][(8*2)+7:(8*2)] <= wdata_ff[(8*2)+7:(8*2)];
            if (wstrb_i[3] == 1) BRAM[i][(8*3)+7:(8*3)] <= wdata_ff[(8*3)+7:(8*3)];
          end
        end
      end
    end
  endgenerate
  always_ff @(posedge clk or negedge areset) begin
    if (~areset) begin
      rdata_ff <= 0;
    end else begin
      if (aread_handshake) begin
        rdata_ff <= read_addr < BRAM_QUANTITY - 1 ? BRAM[read_addr] : master_status_i;
      end
    end
  end
  assign status_read_o = aread_handshake && read_addr >= BRAM_QUANTITY - 1 ? 1 : 0;
  assign resp_handshake = bvalid_o && bready_i;
  always_ff @(posedge clk or negedge areset) begin
    if (~areset) begin
      bvalid_o <= 0;
    end else begin
      if (has_addr && has_data) begin
        bvalid_o <= 1;
      end
      if (resp_handshake) begin
        bvalid_o <= 0;
      end
    end
  end
  always_ff @(posedge clk or negedge areset) begin
    if (~areset) begin
      bresp_o <= 0;
    end else begin
      if (has_addr) begin
        bresp_o <= awcorrect ? 0 : 2;
      end
      if (resp_handshake) begin
        bresp_o <= 0;
      end
    end
  end
  always_ff @(posedge clk or negedge areset) begin
    if (~areset) begin
      has_addr <= 0;
    end else begin
      if (awrite_handshake) begin
        has_addr <= 1;
      end
      if (resp_handshake) begin
        has_addr <= 0;
      end
    end
  end
  always_ff @(posedge clk or negedge areset) begin
    if (~areset) begin
      has_data <= 0;
    end else begin
      if (write_handshake) begin
        has_data <= 1;
      end
      if (resp_handshake) begin
        has_data <= 0;
      end
    end
  end
endmodule
==> impl_metrics.csv <==
group,metric,value,unit
logic_synthesis,synthTopCellsByCount,"dfrtp_1 (395), mux2_2 (210), nand2_1 (147)",
drt,wl_per_cell,20.0,µm
cts,cts_inserted_buffers,45,
pwr,fin_total_pwr,2600,µW
worst_setup_path,cp.required,12880,ps
floorplan,io_pins,270,
floorplan,core_util_floorplan,0.406,
final_timing,finalCritPeriodShare,0.431,
worst_setup_path,cp.arrival,3720,ps
drt,firstDrtPassIters,5,
worst_setup_path,path_max_fanout,11,
worst_setup_path,cpMaxStageDelayCell,"or4_4",
logic_synthesis,synth_top_cell_by_area,"dfrtp_1",
logic_synthesis,synthTopCellsByArea,"dfrtp_1 (51%), mux2_2 (12%), mux4_2 (3.7%)",
cts,clockBufferDepth,3,
worst_setup_path,end_kind,"output pin",
worst_setup_path,reg2reg_to,"axi_master_0.wdata_o[16]",
placement,io_buffers,200,
logic_synthesis,yosysWarnings,13,
pwr,power.density,113,mW/mm²
worst_setup_path,cp-start-kind,"register",
cells_and_area,syn_to_final_growth,18.9,%
logic_synthesis,postSynthSeqShare,0.513,
drt,totalWireLength,48.9,mm
worst_setup_path,ff2ff_setup_slack,12440,ps
worst_setup_path,slowest_delay,670,ps
logic_synthesis,yosys_cells,1680,
final_timing,whs,373,ps
final_timing,period_minus_slack,6940,ps
final_timing,worstMarginPinSlew,845,ps
cts,clk_latency,570,ps
drt,vias_per_cell,5.43,
placement,dpl.hpwl,33.2,mm
worst_setup_path,r2r_cells,10,
floorplan,die_width,222,µm
grt,grt_pass1_wl,77.8,mm
final_timing,finalClockSkew,19.4,ps
cts,cts_sinks,398,
floorplan,die_area,0.0495,mm²
drt,drtIter0Drc,806,
final_timing,final-setup-viol-count,0,
logic_synthesis,ys.flops,398,
final_timing,slew_violations,0,
cts,htreeDepth,2,
floorplan,core_area,0.0478,mm²
cts,cts_tree,"yes",
cells_and_area,fin_util,0.483,
placement,gp_congestion,0.900,
logic_synthesis,edf_count,0,
run_status,outcome,"finished, final reports clean",
cts,clockRootBuffer,"clkbuf_16",
logic_synthesis,syn_inst,1680,
grt,grt_start_max_net_pins,97,
final_timing,fmax,0.144,GHz
final_timing,hold_viol_final,0,
cts,cts_resized,0,
job,openroad.warnings,76,
placement,place_inst,2369,
min_path,min-delay-path-class,"register to register",
logic_synthesis,ys_types,73,
logic_synthesis,flop_cell,"dfrtp_1",
logic_synthesis,syn_avg_cell_area,11.6,µm²
job,cap_viol_max_count,0,
drt,drc,0,
pwr,p_leak,0.0108,µW
worst_setup_path,path_class,"register to output pin",
cts,ctsHoldBuffers,0,
grt,overflow,0,
logic_synthesis,yosys_area,0.0194,mm²
logic_synthesis,synthArstFlopShare,1.00,
cts,post_cts_buffers,0,
cells_and_area,nFillCells,4218,
grt,grt_pass1_vias,13400,
worst_setup_path,worstSetupEndpoint,"m_wlast_o",
worst_setup_path,r2r-start,"axi_slave_0.m_bram_o[32]",
cells_and_area,drive_gt1_frac,0.193,
logic_synthesis,syn_area,0.0194,mm²
drt,vias,13300,
logic_synthesis,top_area_frac,0.509,
pwr,peakVddDrop,0.0726,mV
final_timing,fin_tns_setup,0,ps
cts,clkTransAtPathRegs,60,ps
grt,antenna_found_initial,2,
floorplan,fp-row-count,80,
grt,gr-usage-all-layers,0.211,
floorplan,die_h,222,µm
drt,antenna_cells,0,
worst_setup_path,crit_chain,"and4_1, nand2_1, xnor2_1, ha_1, a21o_1, a211oi_1, a21oi_1, or4_4, clkdlybuf4s50_1",
drt,drt.antenna.violating_nets,0,
final_timing,slew_headroom,0.422,
cells_and_area,final_cells,2450,
worst_setup_path,crit_start,"axi_master_0.current_burst_cnt[2]",
logic_synthesis,top_cell,"dfrtp_1",
final_timing,rsz0062_at_grt,"false",
==> layout by cell type (no fill, tap or decap), types with 5 or more instances in the layout <==
master	Yosys	final
a211oi_1	6	6
a21o_1	17	17
a21oi_1	62	62
a22o_1	29	29
a31oi_1	16	16
and3_1	39	38
buf_4	54	21
clkbuf_1	92	12
clkbuf_16	0	47
clkbuf_8	0	5
clkdlybuf4s50_1	0	198
clkinv_2	0	8
conb_1	2	18
dfrtp_1	395	395
ha_1	44	44
inv_1	55	55
mux2_2	210	210
mux2i_1	60	60
mux4_2	32	32
nand2_1	147	147
nand2b_1	9	9
nand3_1	39	38
nand4_1	18	18
nor2_1	61	60
nor2b_1	5	5
nor3_1	16	16
nor4_1	19	19
o211ai_1	6	6
o21ai_0	47	47
o21ai_1	9	9
o21bai_1	5	5
o22ai_1	35	35
o31ai_1	7	7
or2_2	5	5
or3_1	7	7
or4_1	7	7
xnor2_1	29	29
xor2_1	20	20
==> sequential cells by signal (all words and copies together), names as in the netlist, 3 cells and up <==
register                        flops
axi_master_0.wdata_o               32
axi_slave_0.rdata_o                32
axi_master_0.current_burst_cnt     32
axi_slave_0.m_bram_o              192
axi_slave_0.wdata_ff               32
axi_master_0.awlen_o                8
axi_master_0.master_status_o        3
axi_slave_0.write_addr             15
axi_master_0.counter_ff            32
axi_master_0.awid_o                 4
==> critical path: cells and delay by family (launching register included) <==
family / cells / cell delay [ps]
buffers and inverters: 1 / 440
AOI/OAI and AO/OA: 3 / 530
adders and majority gates: 1 / 280
DFF: 1 / 470
and+or+nand+nor: 3 / 1150
xor gates and xnor gates: 1 / 280
==> logic make-up (layout without fill, tap and decap cells) <==
logic type	after synthesis	count (layout)	synth area share
muxes	305	305	0.191
buffers and inverters	218	357	0.0530
AOI/OAI and AO/OA	267	267	0.0885
DFF	398	398	0.513
xor gates and xnor gates	49	49	0.0221
adders and majority gates	45	45	0.0294
and+or+nand+nor	396	396	0.102
other	2	18	0.000387
==> final cells by class <==
cell class                 count  area (µm²)  share of cell area
clock buffer                  64        1290              0.0559
multi-input combinational   1080        8510               0.368
sequential                   398        9960               0.431
timing repair buffer         220        2150              0.0933
tap                          615         769              0.0333
inverter                      56         210             0.00910
clock inverter                17         201             0.00872
==> report_power, final <==
group          total [µW]  leakage [µW]  switching [µW]  internal, µW
clock                1030      0.000730             412           622
sequential           1260       0.00539             148          1110
combinational         309       0.00469             120           190
==> worst min path at each step <==
stage,start,endpoint,slack [ps],depth (start not counted)
finish,axi_slave_0.m_bram_o[31],axi_slave_0.m_bram_o[31],370,0
CTS,axi_slave_0.m_bram_o[31],axi_slave_0.m_bram_o[31],380,0
global route,axi_slave_0.m_bram_o[21],axi_slave_0.m_bram_o[21],380,0
==> layer usage <==
layer / part of all wire / global-route usage
met1: 0.44 / 0.321
met2: 0.44 / 0.301
met3: 0.087 / 0.0773
met4: 0.026 / 0.0465
met5: 0.00057 / 0
==> metrics by stage <==
| step | instance area [µm²] | worst slack [ps] |
|---|---|---|
| 6_report | 23100 | 9160 |
| 5_1_grt | 23100 | 8900 |
| 4_1_cts | 23100 | 9090 |
| 3_5_place_dp | 21600 | 9740 |
| 3_3_place_gp | 21600 | 9730 |
| 2_1_floorplan | 19500 | 10470 |
Power and IR drop assume default switching activity.
